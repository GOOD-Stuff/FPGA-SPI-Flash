## ./design.v

```verilog
`timescale 1ns / 1ps
module spi_serdes(
    input         CLK_I,               
    input         RST_I,               
    input         SPI_CS_I,
    input         START_TRANS_I,       
    output        DONE_TRANS_O,        
    input  [7:0]  DATA_TO_SPI_I,       
    output [7:0]  DATA_FROM_SPI_O,     
    output        SPI_CLK_O,           
    output        SPI_CS_N_O,          
    output        SPI_MOSI_O,          
    input         SPI_MISO_I           
    );
        localparam [7:0] C_SHIFT_COUNT_INIT = 8'h01;        
        reg  [7:0]  ShiftCount = C_SHIFT_COUNT_INIT;
        reg  [7:0]  ShiftData  = 8'h00;        
        reg         SpiMosi    = 1'b0;
        reg         dTransDone = 1'b1;  
        reg         spi_cs_n   = 1'b1;               
        assign SPI_CLK_O       = (CLK_I || spi_cs_n || dTransDone);  
        assign SPI_MOSI_O      = SpiMosi;        
        assign DONE_TRANS_O    = dTransDone;
        assign DATA_FROM_SPI_O = ShiftData;
        assign SPI_CS_N_O      = spi_cs_n;
    always @(negedge CLK_I) begin
        if (RST_I)
            spi_cs_n <= 1'b1;
        else
            spi_cs_n <= SPI_CS_I;
    end
    always @(posedge CLK_I) begin  
        if (RST_I)
            dTransDone <= 1'b1;
        else
            dTransDone <= spi_cs_n;
    end
    always @(posedge CLK_I) begin   
        if (RST_I)
            ShiftCount <= C_SHIFT_COUNT_INIT;
        else if (spi_cs_n == 1'b1)
            ShiftCount <= C_SHIFT_COUNT_INIT;
        else if ((spi_cs_n == 1'b0) || (START_TRANS_I == 1'b1))
            ShiftCount <= {ShiftCount[0], ShiftCount[7:1]};  
    end
    always @(posedge CLK_I) begin
        if (RST_I)
            ShiftData <= 8'h00;
        else if ((ShiftCount[0] != 1'b1) && (START_TRANS_I))
            ShiftData <= {ShiftData[6:0], SPI_MISO_I};  
        else if ((ShiftCount[0] == 1'b1) && (START_TRANS_I == 1'b1))
            ShiftData <= DATA_TO_SPI_I;  
    end
    always @(negedge CLK_I) begin
        if (RST_I)
            SpiMosi <= 1'b0;        
        else if (spi_cs_n)
            SpiMosi <= 1'b0;
        else if (spi_cs_n == 1'b0)
            SpiMosi <= ShiftData[7];               
    end
endmodule
```

## ./run.sh

```bash
#!/bin/bash
# OpenROAD 26Q1-2900-gdf79404cd8, Yosys 0.63+post, stock flow scripts
make -C /OpenROAD-flow-scripts/flow DESIGN_CONFIG=/design/flow/config.mk WORK_HOME=/design/flow/orfs finish
```

## ./config.mk

```make
export PLATFORM = sky130hd
export DESIGN_NAME = spi_serdes
export DESIGN_NICKNAME = spi_serdes
export VERILOG_FILES = /design/flow/design.v
export SDC_FILE = /design/flow/constraint.sdc
export NUM_CORES = 4
export LEC_CHECK = 1
export CORE_AREA = 10 10 72 72
export DIE_AREA = 0 0 82 82
```

## ./constraint.sdc

```tcl
current_design spi_serdes

set clk_period 1.9
set clk_io_pct 0.2

create_clock -name clk0 -period $clk_period [get_ports {CLK_I}]

set non_clock_inputs [all_inputs -no_clocks]
set_input_delay [expr $clk_period * $clk_io_pct] -clock clk0 $non_clock_inputs
set_output_delay [expr $clk_period * $clk_io_pct] -clock clk0 [all_outputs]
```

==> flow_summary.json <==
{
  "die_w_um": 82,
  "cts_tree": "yes",
  "hold_viol": 0,
  "grtUsageMet1_pct": 5.85,
  "yosys.area_share.xor_xnor_pct": 0,
  "slew_violations": 0,
  "dp_hpwl_um": 1120,
  "final_cells": 143,
  "die_height_um": 82,
  "grt_pass1_wl_um": 2540,
  "synth_stat.cells": 61,
  "routedWlPerCell_um": 10.7,
  "grtUsageTotal_pct": 4.74,
  "insertion_delay_ns": 0.43,
  "relSlewSlack_pct": 64.1,
  "syn_inst": 61,
  "setup_ws_ns": -0.630,
  "rsz0062_at_grt": "true",
  "end_kind": "output pin",
  "synth_cell_type_count": 12,
  "clkTransAtPathRegs_ns": 0.07,
  "drtIter0Drc": 11,
  "drtPass1Iterations": 4,
  "grt_max_degree": 17,
  "overflow": 0,
  "grt_util_met2_pct": 6.74,
  "openroad.warnings": 30,
  "holdBufCountCts": 0,
  "syn_avg_cell_area_um2": 10.9,
  "use_met3_pct": 2.75,
  "wl_um": 1530,
  "cp-start-kind": "register",
  "maxCapViolations": 0,
  "cp.arrival_ns": 2.15,
  "cpMaxStageDelayCell": "or3_1",
  "drc": 0,
  "violations": "negative setup slack",
  "setup_viol": 13,
  "dp_cells": 132,
  "routabilityCongestion": 0.676,
  "synthAdderAreaFrac_pct": 0,
  "vias": 530,
  "ir_drop_mv": 0.327,
  "drive_gt1_share_pct": 26.3,
  "floorplan.core_util_pct": 18.1,
  "status": "finished with violations",
  "pwr_density_cell_nw_per_um2": 991,
  "finish.instance_area_um2": 1120,
  "leakagePower_nw": 0.490,
  "fin_tns_setup_ns": -3.74,
  "boundaryPins": 25,
  "max_stage_delay_ns": 0.34,
  "timing_worst_slew_pin_value_ns": 0.538,
  "ys_area_um2": 667,
  "crit_fanout": 2,
  "ys.flops": 19,
  "portBuffers": 24,
  "place_area_um2": 956,
  "ys_top_cells_by_area": "dfxtp_1 57%, mux2i_1 12%, a211oi_1 9.0%",
  "yosysWarningCount": 1,
  "die_area_um2": 6720,
  "num_antenna_cells": 0,
  "rows": 22,
  "top_usage_layer": "met2",
  "yosysTopAreaCellShare_pct": 57.0,
  "area_growth_pct": 67.9,
  "antenna_found_initial": 0,
  "core_area_um2": 3690,
  "ys_sh_aoi_pct": 9.01,
  "critPathRequiredTime_ns": 1.52,
  "top_logic_kind": "simple AND/OR/NAND/NOR gates",
  "drt-vias-per-instance": 3.71,
  "cp_cell_sequence": "or3_1 -> buf_2",
  "crit_type": "reg -> out",
  "fin_hold_ws_ns": 0.427,
  "syn_area_um2": 667,
  "mux_share_pct": 12.0,
  "min_path_type": "reg -> reg",
  "top_area_cell": "dfxtp_1",
  "grt_pass1_vias": 548,
  "fin_skew_ns": 0.0808,
  "simple_gate_share_pct": 15.6,
  "ant_nets": 0,
  "yosysSeqAreaShare_pct": 57.0
}
==> cell type report <==
class / count / area, µm²
inverter: 1 / 3.75
timing repair buffer: 29 / 287
clock buffer: 7 / 87.6
clock inverter: 3 / 37.5
sequential: 19 / 382
multi-input combinational: 36 / 263
tap: 48 / 60.1
fill: 387 / 2570
==> kinds of logic after synthesis <==
logic type	count (synthesis)
buf+inv	6
mux	8
flops	19
simple gates	20
compound gates	8
==> metal layers <==
layer	wire length, µm	part of all wire (%)	vias up
li1	-	-	274
met1	650	43	232
met2	652	43	20
met3	185	12	4
met4	40	2.6	0
met5	0	0	-
==> cells in the final DEF, fill, tap and decap left out, drive strengths merged <==
cell / n
and2: 8
a211oi: 8
mux2i: 8
bufinv: 1
or2: 1
inv: 3
clkbuf: 6
dfxtp: 19
or3: 2
clkdlybuf4s50: 21
buf: 9
nor2: 9
==> registers in the layout, summed over array words and instances, names as in the netlist <==
name and flops:
dTransDone 1, SpiMosi 1, ShiftData 8, spi_cs_n 1, ShiftCount 8
==> power breakdown <==
group,total [mW],leakage [nW],internal [mW],switching [mW]
registers,0.429,0.156,0.416,0.0137
clock network,0.581,0.0708,0.420,0.161
logic,0.0992,0.263,0.0710,0.0282
total,1.11,0.490,0.907,0.203
==> final timing paths <==
path / cells after the start / start / slack [ns] / end
setup / recovery: 2 / spi_cs_n / -0.63 / SPI_CLK_O
hold / removal: 1 / ShiftCount[1] / 0.43 / ShiftCount[0]
setup reg to reg: 5 / spi_cs_n / -0.28 / ShiftCount[0]
hold reg to reg: 1 / ShiftCount[1] / 0.43 / ShiftCount[0]
==> worst max-delay path, delay by kind of cell, from the launching register on <==
family	cells	cell delay, ns
buffers and inverters	1	0.12
flip-flops	1	0.30
AND/OR/NAND/NOR	1	0.34
==> through the flow <==
step	utilization, %	setup WS (ns)	power (mW)
finish	30.4	-0.630	1.11
global route	30.4	-0.713	1.16
detailed placement	25.9	-0.440	0.540
floorplan	-	-0.0219	0.479
CTS	29.6	-0.636	1.13
global placement	25.9	-0.439	0.538
==> Yosys cell counts <==
cell type / number
mux2i_1: 8
a211oi_1: 8
buf_6: 2
and2_1: 7
or2_2: 1
buf_4: 1
nor2_1: 9
and2_2: 1
dfxtp_1: 19
inv_1: 2
buf_2: 1
or3_1: 2
==> repair_timing <==
item | CTS | global route
setup endpoints to repair | 11 | 13
pin swaps | 5 | 2
cloned | 0 | 0
buffers inserted | 2 | 1
resized | 15 | 7
No activity file was given, so power comes from the tool's default toggle rates.
